**./run.sh**
```bash
#!/bin/bash
# OpenROAD 26Q1-2900-gdf79404cd8, Yosys 0.63+post, stock flow scripts
make -C /OpenROAD-flow-scripts/flow DESIGN_CONFIG=/design/flow/config.mk WORK_HOME=/design/flow/orfs finish
```
**./config.mk**
```make
export PLATFORM = sky130hd
export DESIGN_NAME = multi4_1
export DESIGN_NICKNAME = multi4_1
export VERILOG_FILES = /design/flow/design.v
export SDC_FILE = /design/flow/constraint.sdc
export NUM_CORES = 4
export LEC_CHECK = 1
export CORE_AREA = 10 10 70 70
export DIE_AREA = 0 0 80 80
```
**./constraint.sdc**
```tcl
current_design multi4_1

set clk_period 3.2
set clk_io_pct 0.2

create_clock -name clk0 -period $clk_period

set non_clock_inputs [all_inputs -no_clocks]
set_input_delay [expr $clk_period * $clk_io_pct] -clock clk0 $non_clock_inputs
set_output_delay [expr $clk_period * $clk_io_pct] -clock clk0 [all_outputs]
```
**./design.v**
```verilog
`timescale 1ns / 1ps
module multi4_1(input [0:6] A,B,C,D,input [1:0] sel,output reg [0:6] Y);
always @(*)
if(sel==2'b00) Y=A;
else if (sel==2'b01) Y=B;
else if (sel==2'b10) Y=C;
else if (sel==2'b11) Y=D;
endmodule
```
==> results.sh <==
# yosys + openroad results
export IMPL_status="complete, no violations"
export IMPL_first_pass_iters=2
export IMPL_endpoint="Y[6]"
export IMPL_period_needed_ns=3.01
export IMPL_drive_gt1_share_pct=12.1
export IMPL_hold_viol=0
export IMPL_grt_pass1_vias=306
export IMPL_unclocked_pins=7
export IMPL_antenna_found_initial=0
export IMPL_synth_cells=17
export IMPL_n_fill_cell=374
export IMPL_drt_initial_drc_count=3
export IMPL_cap_viol_max_count=0
export IMPL_overflow=0
export IMPL_vias_per_cell=2.74
export IMPL_combGateArea_um2=184
export IMPL_leakage_nw=0.270
export IMPL_power_uw=74.9
export IMPL_pin_count=37
export IMPL_largest_reg_flops=7
export IMPL_seqCellArea_um2=105
export IMPL_syn_area_um2=282
export IMPL_startpoint="sel[0]"
export IMPL_crit_fanout=7
export IMPL_totalWireLength_um=1150
export IMPL_track_usage_pct=3.20
export IMPL_startpoint_type="input port"
export IMPL_fp_util_pct=8.24
export IMPL_routedWlPerCell_um=11.1
export IMPL_place_inst=104
export IMPL_post_place_ws_ns=-0.135
export IMPL_die_h_um=80
export IMPL_core_area_mm2=0.00342
export IMPL_worst_ep_required_time_ns=2.56
export IMPL_synth_distinct_cells=5
export IMPL_core_rowCount=21
export IMPL_setup_violations=0
export IMPL_antennaDiodeCount=0
export IMPL_cts_hold_buf=0
export IMPL_crit_arrival_ns=2.37
export IMPL_yosys_warnings=1
export IMPL_cp_slowest_cell="mux4_2"
export IMPL_yosys_area_um2=282
export IMPL_path_cells="dlygate4sd2_1 > mux4_2 > dlxtn_1 > clkdlybuf4s50_1"
export IMPL_yosys_cells=17
export IMPL_worst_slack_ns=0.192
export IMPL_final_area_um2=716
export IMPL_drc=0
export IMPL_peakVddDrop_uv=23.1
export IMPL_cp_end_kind="primary output"
export IMPL_ant_nets=0
export IMPL_grt_max_degree=8
export IMPL_die_w_um=80
export IMPL_vias=285
export IMPL_finalCritPeriodShare_pct=94.0
export IMPL_cpPeakStageDelay_ns=0.58
export IMPL_untimed_endpoints=7
export IMPL_numSynthFlops=7
export IMPL_power_density_mw_per_mm2=105
export IMPL_dieArea_mm2=0.00640
export IMPL_portBuffers=37
export IMPL_fmax_ghz=0.332
export IMPL_place_area_um2=717
export IMPL_slew_viol_final=0
export IMPL_place_gp_congestion=0.728
export IMPL_syn2layout_area_growth_pct=154
export IMPL_warnings=32
export IMPL_stdcell_count=104
export IMPL_rsz0062_at_grt="no"
export IMPL_criticalPathCategory="in2out"
export IMPL_avgSynthCellArea_um2=16.6
export IMPL_grt_pass1_wl_um=1660
through the flow:
stage	setup TNS, ns	utilization [%]
floorplan	0	-
global placement	-0.796	21.0
detailed placement	-0.910	21.0
CTS	0	21.0
global route	0	21.0
finish	0	21.0
critical path: cells and delay by family:
family | cells | cell delay (ns)
mux | 1 | 0.58
latches | 1 | 0.24
buf+inv | 2 | 0.90
cell families (layout without fill, tap and decap cells):
kind of cell           Yosys count  count (layout)  synth area share, %
buffers and inverters            2              37                 5.33
latches                          7               7                 37.3
multiplexers                     7               7                 56.0
other                            1               7                 1.33
power by group:
group / internal (mW) / switching (mW)
Sequential: 0.00960 / 0.000993
Combinational: 0.0518 / 0.0125
Clock: 0 / 0
Total: 0.0614 / 0.0135
placed cells by master (no fill, tap or decap):
cell / count
clkdlybuf4s50_1: 36
conb_1: 7
dlxtn_1: 7
dlygate4sd2_1: 1
mux4_2: 7
final cells by class:
type | instances | share of cell area [%]
Multi-Input combinational cell | 14 | 25.7
Sequential cell | 7 | 14.7
Tap cell | 46 | 8.04
Timing Repair Buffer | 37 | 51.6
cells in the mapped netlist:
library cell	count	area (µm²)
mux4_2	7	158
conb_1	1	3.75
clkbuf_1	1	3.75
dlxtn_1	7	105
buf_6	1	11.3
metal layers:
layer,vias up,global-route usage (%),share of wire [%]
met5,-,0,0
met1,134,3.08,28
met3,0,0.227,5.0
met2,7,7.22,67
li1,144,-,-
met4,0,0,0
what timing repair did:
item	in CTS	in global routing
endpoints found under the hold margin	0	0
gates resized	1	0
setup buffers	0	0
setup endpoints to repair	7	0
Power is estimated from default activity; no workload was simulated.
