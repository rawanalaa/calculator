[config.mk]
export PLATFORM = sky130hd
export DESIGN_NAME = bitcount
export DESIGN_NICKNAME = bitcount
export VERILOG_FILES = /design/flow/design.v
export SDC_FILE = /design/flow/constraint.sdc
export NUM_CORES = 4
export LEC_CHECK = 1
export CORE_AREA = 10 10 70 70
export DIE_AREA = 0 0 80 80
[constraint.sdc]
current_design bitcount

set clk_period 1.8
set clk_io_pct 0.2

create_clock -name clk0 -period $clk_period [get_ports {clk}]

set non_clock_inputs [all_inputs -no_clocks]
set_input_delay [expr $clk_period * $clk_io_pct] -clock clk0 $non_clock_inputs
set_output_delay [expr $clk_period * $clk_io_pct] -clock clk0 [all_outputs]
[design.v]
`timescale 1ns / 1ps
module bitcount (input clk  , output reg[0:3] counter);
always @(posedge clk) begin
      if (counter ==9)
      counter <=0;
      else
      counter <= counter + 1;  
end
endmodule
[run.sh]
#!/bin/bash
# OpenROAD 26Q1-2900-gdf79404cd8, Yosys 0.63+post, stock flow scripts
make -C /OpenROAD-flow-scripts/flow DESIGN_CONFIG=/design/flow/config.mk WORK_HOME=/design/flow/orfs finish
==> metrics.cfg <==
[synth]
yosys.area_share.simple_pct=24.16
synth.avg_cell_area_sq_um=10.97
yosys_warnings=1
synth.distinct_cells=12
ys_sh_xor_pct=0
top_cell_area_share_pct=42.95
yosys_cells=17
yosys-stat-area_sq_um=186.4
top_logic_kind=simple AND/OR/NAND/NOR gates
numSynthFlops=4
ys_seq_share_pct=42.95
adder_share_pct=13.42
syn-cell-area_sq_um=186.4
muxShareOfSynthArea_pct=5.369
ys_sh_aoi_pct=12.08
netlist_instances=17
largest_area_cell=dfxtp_1
top_cells_by_area=dfxtp_1, ha_1, o211ai_2, a21bo_2, and3b_2

[timing]
setup_ws_ns=0.2969
setup_viol=0
tightest_slew_ns=0.1943
rsz0062_at_grt=no
fmax_mhz=665.3
slew_violations=0
hold_slack_ns=0.4837
skew_ns=0.001248
final_hold_viol_count=0
tns_ns=0
finalCritPeriodShare_pct=83.50
period_needed_ns=1.503
relSlewSlack_pct=87.03

[grt]
grt_pass1_wl_um=614
grt_usage_pct=1.296
grt_max_degree=7
antenna_found_initial=1
grt-ovfl-total=0
grt_pass1_vias=136

[drt]
ant_nets=0
viasPerCell=1.958
firstDrtPassIters=4
drt-total-wl_um=380
drt-wirelength-per-cell_um=5.352
via_count=139
drc=0
drt_iter0_drc=9

[worst_setup_path]
path_depth=1
path_delay_family=buffers and inverters
cp.arrival_ns=1.14
r2r_setup_slack_ns=0.67
critPathKind=reg2out
cp_cell_sequence=clkdlybuf4s50_1
reg2reg_to=counter[0]$_SDFF_PN0_
path_max_fanout=6
timing.rr.start=counter[2]$_SDFF_PN0_
max_stage_delay_ns=0.50
worst_setup_path_start_kind=register
cp-end-kind=output pin
worstSetupStartpoint=counter[1]$_SDFF_PN0_
cp.required_ns=1.44
critPathSlowestCell=clkdlybuf4s50_1
endpoint=counter[1]
rr_worst_depth=4
crit_buf_inv=1

[job]
warning_count=26
cap_violations=0

[min_path]
min_path_type=reg2reg
worstHoldStart=counter[3]$_SDFF_PN0_

[clocking]
cts_resized=0
cts_sinks=4
post-cts-setup-buffer-count=0
clkSlewWorstSetupHoldPaths_ns=0.04
cts_buffers=3
cts_tree=yes
clockRootBuffer=clkbuf_4
clockBufferDepth=2
insertion_delay_ns=0.23
hold_buffers=0
ctsHtreeMaxLevel=1

[layout]
seq_area_sq_um=80.08
top_regs=counter (4)
layout.cells.non_filler=71
largest_reg_flops=4
fin_util_pct=9.048
drive_gt1_share_pct=25.00
fillCellCount=401
largest-register=counter
area_growth_pct=65.77
logic_area_sq_um=102.6

[die]
die_w_um=80
initial_utilization_pct=5.458
die_area_sq_um=6400
die_h_um=80
rows=21
ios=5
design.core.area_sq_um=3416

[place]
dp_cells=67
dp_slack_ns=0.5366
port_buffers=4
place_congestion=0.7122

[status]
status=finished, final reports clean

[power_and_ir_drop]
p_per_area_nw_per_um2=648.9
p_leak_nw=0.1089
peakVddDrop_mv=0.09444

Yosys cell counts, drive strengths merged:
cell,n
dfxtp,4
ha,2
o211ai,1
inv,1
mux2i,1
and3b,1
nand2,1
nor2,2
and2,1
or3b,1
nand4b,1
a21bo,1
cell families (layout without fill, tap and decap cells):
logic type,Yosys count,in the layout
buffers and inverters,1,8
multiplexers,1,1
AND/OR/NAND/NOR,7,7
other,0,1
adder cells (fa/ha/maj),2,2
flip-flops,4,4
AND-OR/OR-AND,2,2
where the power goes:
group	internal, mW	switching [mW]
clock	0.0746	0.0369
combinational	0	0
sequential	0.0891	0
how the worst min path moves through the flow:
stage	depth (start not counted)	endpoint	slack (ns)
final	1	counter[3]$_SDFF_PN0_	0.48
after global routing	1	counter[3]$_SDFF_PN0_	0.50
after CTS	1	counter[3]$_SDFF_PN0_	0.49
through the flow:
| stage | total power, mW | area [sq um] |
|---|---|---|
| CTS | 0.2089 | 306.5 |
| finish | 0.2006 | 309.0 |
| floorplan | 0.09048 | 186.4 |
| detailed placement | 0.09048 | 284.0 |
| global route | 0.2136 | 309.0 |
| global placement | 0.09048 | 284.0 |
metal layers:
layer  vias up  routed length [um]  track usage, %
li1         75                   -               -
met1        59                 190           1.527
met2         5                 111           1.124
met3         0                  77           1.705
met4         0                   0          0.7042
met5         -                   0               0
layout by cell type (no fill, tap or decap), drive strengths merged:
master and n:
clkdlybuf4s50 4, nand4b 1, inv 1, and2 1
nor2 2, and3b 1, mux2i 1, a21bo 1
ha 2, nand2 1, diode 1, clkbuf 3
dfxtp 4, o211ai 1, or3b 1
area by class of cell:
cell class / count / share of cell area [%]
multi-input cells: 12 / 33.20
flip-flops and latches: 4 / 25.91
well taps: 46 / 18.62
diodes: 1 / 0.8097
clock buffers: 3 / 7.287
repair buffers: 4 / 12.96
inverters: 1 / 1.215
Power and IR drop assume default switching activity.
