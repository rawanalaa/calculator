--- config.mk ---
export PLATFORM = sky130hd
export DESIGN_NAME = BCD
export DESIGN_NICKNAME = BCD
export VERILOG_FILES = /design/flow/design.v
export SDC_FILE = /design/flow/constraint.sdc
export NUM_CORES = 4
export LEC_CHECK = 1
export CORE_UTILIZATION = 40
--- constraint.sdc ---
current_design BCD

set clk_period 25.8
set clk_io_pct 0.2

create_clock -name clk0 -period $clk_period

set non_clock_inputs [all_inputs -no_clocks]
set_input_delay [expr $clk_period * $clk_io_pct] -clock clk0 $non_clock_inputs
set_output_delay [expr $clk_period * $clk_io_pct] -clock clk0 [all_outputs]
--- design.v ---
`timescale 1ns / 1ps
module BCD( input [15:0] binary, output reg [3:0]thousands, hundreds, tens, ones);
integer i;
always @(binary)
begin 
thousands = 4'd0;
hundreds = 4'd0;
tens=4'd0;
ones=4'd0;
for (i=15; i>=0;i=i-1)
begin
if (thousands>=5)
thousands=thousands+3; 
if (hundreds >=5)
hundreds=hundreds+3;
if (tens>=5)
tens=tens+3;
if (ones>=5)
ones=ones+3;
thousands= thousands<<1;
thousands[0]=hundreds[3];
hundreds=hundreds<<1;
hundreds[0]=tens[3];
tens=tens<<1;
tens[0]=ones[3];
ones=ones<<1;
ones[0]=binary[i];
end
end
endmodule
--- run.sh ---
#!/bin/bash
# OpenROAD 26Q1-2900-gdf79404cd8, Yosys 0.63+post, stock flow scripts
make -C /OpenROAD-flow-scripts/flow DESIGN_CONFIG=/design/flow/config.mk WORK_HOME=/design/flow/orfs finish
==> flow_summary.yaml <==
# flow metrics
run_status:
  status: "finished clean"
layout:
  area_growth_syn_to_layout_pct: 7.88
  seq_cells: 0
  flop_area_sq_um: 0
  final_layout_size_suffix_gt1_share_pct: 11.1
  layout.cells.most_common_list: "nor2_1, nand2_1, a21oi_1, inv_1, nor3_1"
  clock_buffer_count: 0
  fillers: 1249
  layout_top_cell_excl_fill_tap: "nor2_1"
setup_path:
  critPathCaptureType: "output pin"
  critical_path.max_stage_delay_ps: 650
  critPathKind: "in -> out"
  required_ps: 20640
  worst_path_max_delay_cell: "clkdlybuf4s50_1"
  cp_data_arrival_time_ps: 18790
  worst-path-max-fanout: 11
  crit_path_start: "binary[13]"
  startpoint_type: "input pin"
  path_common_cell: "ha_1"
  worstSetupEndpoint: "thousands[2]"
synth:
  synth.yosys.warnings: 1
  yosys.stat.seqShare_pct: 0
  post_synth_inst_count: 741
  synth_area_per_cell_sq_um: 6.86
  synthesis_area_per_yosys_sq_um: 5080
  combined_area_of_all_synthesized_cells_sq_um: 5080
  yosysUniqueCellTypes: 104
  yosysCellCount: 741
floorplan:
  io_pins: 32
  fp.dieH_um: 115
  core_area_sq_um: 12200
  chip_area_sq_um: 13200
  fp_util_pct: 41.6
  placement_rows: 40
  die_w_um: 115
timing:
  hold_viol: 0
  unrepaired_setup_endpoints_after_global_routing: "false"
  layout_min_cycle_time_ps: 23950
  tns_ps: 0
  setup_viol_count_final: 0
  maxSlewViolCount: 0
  slew_headroom_pct: 45.7
  tightestPinTransition_ps: 807
  timing.fmax_ghz: 0.0417
  min_period_over_period_pct: 92.8
drt:
  via_per_inst: 6.09
  drt-pass1-iter-count: 5
  vias: 5534
  drtAntennaViolNets: 0
  drt-initial-drc-count: 267
  drc: 0
  route.final.wire_length_um: 12200
  wl_per_cell_um: 13.4
  insertedDiodeCount: 0
flow_run:
  maxCapViolCount: 0
  stage_log_warnings: 37
grt:
  antenna_found_initial: 0
  grt_usage_pct: 19.2
  first_pass_grt_wire_length_um: 21800
  pin_count_of_the_biggest_net_entering_global_routing: 22
  first_global_vias: 4891
  gr-total-overflow: 0
place:
  gp_congestion: 0.906
  place.port_buffers: 30
  dp_hpwl_um: 9530
cts:
  post_cts_buffers: 0
  holdBufCountCts: 0
  post_cts.resized_instances: 0
worst_hold_path:
  min-delay-path-class: "in -> out"
[stage by stage]
step           setup slack (ps)  instances  utilization (%)  hold WS [ps]  area [sq um]
2_1_floorplan              4130        741                -         10390          5080
3_3_place_gp               2330        909             44.9         10320          5480
3_5_place_dp               1900        909             44.9         10320          5480
4_1_cts                    1860        909             44.9         10320          5480
5_1_grt                     659        909             44.9         10320          5480
6_report                   1850        909             44.9         10320          5480
[final cells by class]
type	instances	area [sq um]	area share, %
inverters	43	161	2.94
multi-input cells	662	4770	86.9
well taps	168	210	3.83
repair buffers	36	345	6.30
[synth_stat cells, types with 5 or more instances]
| library cell | instances | share of area [%] |
|---|---|---|
| o21ai_1 | 8 | 0.79 |
| a21oi_1 | 46 | 4.5 |
| nand3_1 | 26 | 2.6 |
| a31oi_1 | 9 | 1.1 |
| nor3_1 | 34 | 3.3 |
| o221a_2 | 6 | 1.3 |
| o21ai_0 | 30 | 3.0 |
| nor2_1 | 74 | 5.5 |
| nand4_1 | 10 | 1.2 |
| ha_1 | 31 | 7.6 |
| inv_1 | 36 | 2.7 |
| o221ai_1 | 6 | 1.0 |
| nor4_1 | 8 | 0.98 |
| o211ai_1 | 16 | 2.4 |
| mux2_2 | 10 | 2.2 |
| o211a_1 | 7 | 1.4 |
| a221oi_1 | 5 | 0.86 |
| mux2i_1 | 25 | 4.9 |
| nor2b_1 | 7 | 0.86 |
| a21o_1 | 9 | 1.3 |
| a211oi_1 | 21 | 3.1 |
| and2_1 | 9 | 1.1 |
| nand2_1 | 49 | 3.6 |
| inv_2 | 6 | 0.44 |
| o21a_1 | 7 | 1.0 |
| or2_2 | 8 | 0.98 |
| a211o_1 | 7 | 1.2 |
| nand2b_1 | 15 | 1.8 |
| or3_1 | 10 | 1.2 |
| and3_1 | 7 | 0.86 |
| o22ai_2 | 5 | 1.2 |
| clkbuf_1 | 28 | 2.1 |
| o22ai_1 | 8 | 0.98 |
| o31ai_1 | 9 | 1.3 |
| xnor2_1 | 12 | 2.1 |
[cell families (layout without fill, tap and decap cells)]
logic type	count (synthesis)	in the layout	share of synthesized area [%]
XOR/XNOR	24	24	5.79
multiplexers	38	38	8.32
AND/OR/NAND/NOR	283	283	28.4
buffers and inverters	79	79	6.23
AND-OR/OR-AND	284	284	43.3
adder cells (fa/ha/maj)	33	33	8.03
[per-layer routing]
metal	wire length (um)	GRT usage (%)	vias up
li1	-	-	2903
met1	6390	28.8	2547
met2	5460	32.6	80
met3	261	0.162	4
met4	52	1.21	0
met5	0	0	-
[worst min-delay path by stage]
stage                 depth (start not counted)       from      end
after CTS                                     0  binary[0]  ones[0]
after global routing                          0  binary[0]  ones[0]
final                                         0  binary[0]  ones[0]
[critical path, delay by kind of cell]
family,cells,cell delay [ps]
AOI/OAI and AO/OA,21,4290
adders and majority gates,13,3350
and+or+nand+nor,12,2900
buffers and inverters,9,1750
xor gates and xnor gates,4,1170
muxes,1,150
